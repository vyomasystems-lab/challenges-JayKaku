==> design/flow/design.v <==
module seq_detect_1011(seq_seen, inp_bit, reset, clk);
  output seq_seen;
  input inp_bit;
  input reset;
  input clk;
  parameter IDLE = 0,
            SEQ_1 = 1, 
            SEQ_10 = 2,
            SEQ_101 = 3,
            SEQ_1011 = 4;
  reg [2:0] current_state, next_state;
  assign seq_seen = current_state == SEQ_1011 ? 1 : 0;
  always @(posedge clk)
  begin
    if(reset)
    begin
      current_state <= IDLE;
    end
    else
    begin
      current_state <= next_state;
    end
  end
  always @(inp_bit or current_state)
  begin
    case(current_state)
      IDLE:
      begin
        if(inp_bit == 1)
          next_state = SEQ_1;  
        else
          next_state = IDLE;  
      end
      SEQ_1:
      begin
        if(inp_bit == 1)  
          next_state = IDLE;  
        else
          next_state = SEQ_10;  
      end
      SEQ_10:
      begin
        if(inp_bit == 1)
          next_state = SEQ_101;  
        else
          next_state = IDLE;  
      end
      SEQ_101:
      begin
        if(inp_bit == 1)
          next_state = SEQ_1011;  
        else
          next_state = IDLE;  
      end
      SEQ_1011:
      begin
        next_state = IDLE;  
      end
    endcase
  end
endmodule
==> design/flow/run.sh <==
#!/bin/bash
# OpenROAD 26Q1-2900-gdf79404cd8, Yosys 0.63+post, stock flow scripts
make -C /OpenROAD-flow-scripts/flow DESIGN_CONFIG=/design/flow/config.mk WORK_HOME=/design/flow/orfs finish
==> design/flow/config.mk <==
export PLATFORM = sky130hd
export DESIGN_NAME = seq_detect_1011
export DESIGN_NICKNAME = seq_detect_1011
export VERILOG_FILES = /design/flow/design.v
export SDC_FILE = /design/flow/constraint.sdc
export NUM_CORES = 4
export LEC_CHECK = 1
export CORE_AREA = 10 10 70 70
export DIE_AREA = 0 0 80 80
==> design/flow/constraint.sdc <==
current_design seq_detect_1011

set clk_period 1.3
set clk_io_pct 0.2

create_clock -name clk0 -period $clk_period [get_ports {clk}]

set non_clock_inputs [all_inputs -no_clocks]
set_input_delay [expr $clk_period * $clk_io_pct] -clock clk0 $non_clock_inputs
set_output_delay [expr $clk_period * $clk_io_pct] -clock clk0 [all_outputs]
==> impl_metrics.csv <==
group,metric,value,unit
outcome,result_of_the_run,"finished, final reports clean",
logic_synthesis,netlist-cell-type-count,9,
placement,detailedPlace.worstSlack,-0.0704,ns
clock_tree,clk_transition_reported_paths,0.04,ns
logic_synthesis,synthMostInstantiatedCell,"nor2b_1",
logic_synthesis,yosys_register_bits,6,
power,power_frac_seq,0.345,
power,comb_pwr_share,0.050,
finish,tally_of_filler_cells_in_the_layout,402,
logic_synthesis,yosys_most_used_dff,"dlxtn_1",
global_route,global_route_wire_length_before_repair,814,um
critical_path,path_buffers,1,
logic_synthesis,edf_count,0,
critical_path,cp-end-kind,"primary output",
job,maxCapViolations,0,
detailed_routing,antenna_left,0,
sta,final.period_utilization,0.902,
hold_path,class_of_the_tightest_hold_or_removal_check,"input port to flop",
power,internal_power,218,uW
detailed_routing,drt-initial-drc-count,8,
critical_path,setup.worst_path.start_class,"flop",
logic_synthesis,post_synthesis_cell_type_with_the_largest_combined_area,"dfxtp_1",
sta,final.setup.tns,0,ns
power,peakVddDrop,0.150,mV
logic_synthesis,mux_share_of_post_synthesis_cell_area,0,
sta,slew_violations,0,
logic_synthesis,simple_gate_area_frac,0.347,
critical_path,crit_path_max_incr_delay,0.34,ns
power,switchingPower,57.8,uW
placement,last_weighted_congestion_value_of_the_routability_driven_placer,0.755,
critical_path,worstPathRequired,1.04,ns
finish,sequential_cell_area,105,um^2
job,warnings,25,
detailed_routing,via_cell_ratio,2.12,
logic_synthesis,async_reset_ff_frac,0,
sta,tightest_slew,0.182,ns
global_route,overflow,0,
critical_path,crit_chain,"nor3b_4 -> clkbuf_2",
detailed_routing,antennaDiodeCount,0,
global_route,grt.met2_usage,0.0185,
logic_synthesis,postSynthCellCount,17,
finish,final_area,330,um^2
die,design.portCount,4,
sta,unclocked_pins,3,
critical_path,cp.depth,2,
logic_synthesis,logic_family,"simple AND/OR/NAND/NOR gates",
global_route,busiest_layer,"met1",
power,finalPower,276,uW
critical_path,category_of_the_critical_setup_timing_path,"flop to primary output",
detailed_routing,drtPass1Iterations,3,
placement,place.port_buffers,3,
logic_synthesis,post_synth_fa_ha_maj_area_fraction,0,
critical_path,path_delay_family,"flip-flops",
global_route,via_count_of_the_first_global_routing_pass,187,
detailed_routing,vias,157,
global_route,grt_use_met1,0.0200,
sta,max-slew-margin-rel,0.878,
critical_path,timing.critical_path.fanout_max,2,
clock_tree,tritoncts_clock_tree,"done",
critical_path,cp.arrival,0.91,ns
clock_tree,maximum_root_to_sink_buffer_count,2,
logic_synthesis,area_of_the_synthesized_netlist_per_yosys_stat,180,um^2
power,power.clock.fraction,0.606,
sta,grt_setup_unrepaired,"false",
clock_tree,tritoncts.num_buffers,3,
power,sw_frac_of_total,0.210,
logic_synthesis,ys_cells,17,
die,floorplanUtilization,0.0527,
global_route,grt_antenna_before_repair,0,
sta,hold_violations,0,
logic_synthesis,number_of_warnings_issued_by_yosys,1,
global_route,grt_start_max_net_pins,5,
clock_tree,cts-hold-fix-buffers,0,
detailed_routing,routed_wire_length_per_instance,6.22,um
die,dieArea,6400,um^2
sta,unconstrained_endpoints,3,
finish,post_route_cells_drive_above_1_share,0.321,
logic_synthesis,synth.top_cell.area_share,0.333,
logic_synthesis,yosys.area_share.xor_xnor,0,
finish,syn_to_final_growth,83.3,%
logic_synthesis,synth.cellmix.compoundShare,0.0694,
sta,achievable-frequency,853,MHz
placement,total_instance_count_after_detailed_placement,69,
finish,multi_input_comb_area,86.3,um^2
detailed_routing,drc,0,
global_route,grtUsageTotal,0.0162,
clock_tree,clock_tree.root_cell,"clkbuf_4",
sta,post-route-worst-setup-slack,0.127,ns
hold_path,whs_path_depth,2,
logic_synthesis,synth.top_cells.by_count,"nor2b_1, dfxtp_1, dlxtn_1, nor3b_1",
die,floorplan.rows,21,
logic_synthesis,postSynthAreaPerCell,10.6,um^2
power,total_leakage_power,0.000126,uW
sta,period_minus_slack,1.17,ns
clock_tree,htreeDepth,1,
sta,setup_viol,0,
logic_synthesis,synth.area.top_cells,"dfxtp_1, dlxtn_1, nor2b_1",
placement,placed_area,290,um^2
critical_path,critical-path-slowest-cell,"dfxtp_1",
power,power_density,834,nW/um^2
global_route,grtUsageMet3,0.0148,
finish,finish.cell_count_without_fillers,74,
logic_synthesis,syn_area,180,um^2
die,die_height,80,um
die,placeable_core_area,3420,um^2
die,die_width,80,um
detailed_routing,postRouteWirelength,460,um
## cell families after synthesis
| kind of cell | Yosys count |
|---|---|
| AND/OR/NAND/NOR | 9 |
| latches | 3 |
| AND-OR/OR-AND | 2 |
| flip-flops | 3 |
## placed cells by master, fill, tap and decap left out
master | Yosys | layout
nor2b_1 | 4 | 4
buf_4 | 0 | 4
clkbuf_4 | 0 | 3
dfxtp_1 | 3 | 3
dlxtn_1 | 3 | 3
clkdlybuf4s50_1 | 0 | 2
nor3b_4 | 0 | 1
and3_1 | 1 | 1
nand3b_1 | 1 | 1
or3b_1 | 1 | 1
a21oi_1 | 1 | 1
nor3b_1 | 2 | 1
o21a_1 | 1 | 1
clkbuf_1 | 0 | 1
clkbuf_2 | 0 | 1
## registers in the layout (all words and copies together), names as in the netlist
name,cells
next_state,3
current_state,3
## power by group through the flow
| stage | clock (uW) | sequential (uW) | combinational, uW |
|---|---|---|---|
| CTS | 177 | 94.7 | 13.4 |
| global route | 185 | 95.0 | 15.4 |
| finish | 167 | 95.0 | 13.7 |
## final cells by class
class / instances / area share
sequential: 6 / 0.318
multi-input combinational: 11 / 0.261
tap: 46 / 0.174
timing repair buffer: 7 / 0.167
clock buffer: 4 / 0.0795
## final timing paths
kind / endpoint / startpoint
setup / recovery: seq_seen / current_state[1]$_SDFF_PP0_
hold / removal: current_state[1]$_SDFF_PP0_ / reset
## metrics by stage
step / hold WS (ns) / utilization
3_3_place_gp: 0.853 / 0.0850
4_1_cts: 0.626 / 0.0960
3_5_place_dp: 0.880 / 0.0850
2_1_floorplan: 0.332 / -
5_1_grt: 0.648 / 0.0967
6_report: 0.644 / 0.0967
## what timing repair did
action,in CTS,in global routing
endpoints found under the setup margin,1,1
gates resized,2,3
setup buffers,1,0
endpoints found under the hold margin,0,0
## layer usage
layer  vias up  part of all wire
met1        73              0.50
met3         0              0.18
li1         80                 -
met2         4              0.32
met5         -                 0
met4         0                 0
No activity file was given, so power comes from the tool's default toggle rates.
